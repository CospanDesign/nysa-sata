$ cat constraint.sdc
current_design debounce

set clk_period 2.0
set clk_io_pct 0.2

create_clock -name clk0 -period $clk_period [get_ports {clk}]

set non_clock_inputs [all_inputs -no_clocks]
set_input_delay [expr $clk_period * $clk_io_pct] -clock clk0 $non_clock_inputs
set_output_delay [expr $clk_period * $clk_io_pct] -clock clk0 [all_outputs]
$ cat config.mk
export PLATFORM = sky130hd
export DESIGN_NAME = debounce
export DESIGN_NICKNAME = debounce
export VERILOG_FILES = /design/flow/design.v
export SDC_FILE = /design/flow/constraint.sdc
export NUM_CORES = 4
export LEC_CHECK = 1
export CORE_UTILIZATION = 50
$ cat design.v
module debounce #(
  parameter INITIAL_STATE     = 0,
  parameter DEBOUNCE_COUNT    = 100
)(
  input         clk,
  input         in_signal,
  output  reg   out_signal
);
reg [DEBOUNCE_COUNT - 1: 0] debounce;
initial begin
  out_signal    <=  INITIAL_STATE;
  debounce      <=  INITIAL_STATE;
end
always @ (posedge clk) begin
  debounce  <= {debounce[(DEBOUNCE_COUNT - 2) : 0], in_signal};
  if (debounce[0] == 1 && (& debounce)) begin
    out_signal         <=  1;
  end
  else if ((debounce[0] == 0) && (~| debounce)) begin
    out_signal         <=  0;
  end
end
endmodule
$ cat run.sh
#!/bin/bash
# OpenROAD 26Q1-2900-gdf79404cd8, Yosys 0.63+post, stock flow scripts
make -C /OpenROAD-flow-scripts/flow DESIGN_CONFIG=/design/flow/config.mk WORK_HOME=/design/flow/orfs finish
==> results.py <==
# Metrics from the implementation run
metrics = {
    "outcome": {
        "status": "completed",
    },
    "setup_path": {
        "path_buffers": 1,
        "criticalPathCategory": "reg2out",
        "end_kind": "output port",
        "cp-start-kind": "flip-flop",
        "critPathMaxStageDelay_ns": 0.47,
        "arrival_ns": 1.18,
        "worstPathMaxFanout": 2,
        "path_cells": "clkdlybuf4s50_1",
        "crit_path_top_delay_cell": "clkdlybuf4s50_1",
        "path_delay_family": "buffers and inverters",
        "worst_ep_required_time_ns": 1.60,
    },
    "cts": {
        "clock-sinks": 101,
        "cts_tree": "built",
        "post_cts_buffers": 0,
        "numCtsBuffers": 9,
        "post_cts_resized": 0,
        "hold_buffers": 0,
        "clockRootBuffer": "clkbuf_8",
        "clock_path_buffers": 2,
        "insertion_delay_ns": 0.34,
        "cts.clk_slew.worst_paths_ns": 0.08,
        "htree_num_levels": 3,
    },
    "layout": {
        "drive_above_1_share_pct": 7.447,
        "most-common-layout-cells": "dfxtp_1 (101), nand4_1 (31), nor4_1 (30)",
        "final_common_cell": "dfxtp_1",
        "area_growth_pct": 12.06,
        "fin_util_pct": 58.33,
    },
    "sta": {
        "rsz0062_at_grt": "no",
        "setup_viol": 0,
        "timing.fmax_mhz": 633.1,
        "min_period_over_period_pct": 78.97,
        "slew_headroom_pct": 73.54,
        "slew_violations": 0,
        "period_needed_ns": 1.579,
        "skew_ns": 0.005060,
        "tns_ns": 0,
        "hold_viol_final": 0,
        "worst_pin_slew_ns": 0.3933,
    },
    "route": {
        "diodes": 0,
        "drc": 0,
        "drt_iter0_drc": 31,
        "wl_um": 3919,
        "via_count": 1371,
        "viasPerCell": 5.376,
        "postRouteAntennaNets": 0,
        "drt_first_pass_iters": 4,
        "wire_per_inst_um": 15.37,
    },
    "placement": {
        "dp_hpwl_um": 2664,
        "io_buffers": 2,
        "gp_congestion": 0.9597,
    },
    "grt": {
        "gr-usage-all-layers_pct": 17.82,
        "antenna_found_initial": 0,
        "grt_pass1_wl_um": 6658,
        "grt_start_max_net_pins": 15,
        "grt_pass1_vias": 1379,
        "grt_overflow": 0,
    },
    "floorplanning": {
        "die_height_um": 72.12,
        "die_w_um": 72.12,
        "coreArea_um2": 4723,
        "die-area_um2": 5201,
        "io_pins": 3,
        "initial_utilization_pct": 52.05,
        "num_rows": 25,
    },
    "power": {
        "switching_share_pct": 18.90,
        "pwr-share-seq_pct": 62.9,
        "leakage_uw": 0.0009742,
        "p_int_uw": 2714,
        "power.share.combinational_pct": 0.4,
        "peakVddDrop_mv": 0.7796,
        "power_density_nw_per_um2": 1215,
        "p_sw_uw": 632.4,
        "p_clk_share_pct": 36.6,
    },
    "run": {
        "cap_viol_max_count": 0,
        "warning_count": 25,
    },
    "yosys": {
        "syn_area_um2": 2459,
        "ys_cells": 171,
        "synth_top_area_share_pct": 82.24,
        "synth.largest_area_cell": "dfxtp_1",
        "synth_cells": 171,
        "synth.distinct_cells": 10,
        "ys_warn_count": 1,
        "synth_flop_count": 101,
        "synth_seq_share_pct": 82.24,
        "topCellsByArea": "dfxtp_1 (82%), nand4_1 (7.9%), nor4_1 (7.6%)",
        "yosys-stat-area_um2": 2459,
        "avgSynthCellArea_um2": 14.38,
    },
    "worst_hold_path": {
        "hold_path_class": "reg2reg",
    },
}
[metrics by stage]
| stage | std cells | hold WS, ns | power, uW | cell area (um2) | setup WS [ns] |
|---|---|---|---|---|---|
| 6_report | 255 | 0.3696 | 3346 | 2755 | 0.4205 |
| 5_1_grt | 255 | 0.3742 | 3485 | 2755 | 0.3616 |
| 4_1_cts | 255 | 0.3681 | 3374 | 2755 | 0.3966 |
| 3_5_place_dp | 240 | 0.3578 | 2167 | 2562 | 0.5869 |
| 3_3_place_gp | 240 | 0.3539 | 2166 | 2562 | 0.6174 |
| 2_1_floorplan | 171 | 0.3505 | 2148 | 2459 | 0.7870 |
[Yosys cell counts, drive strengths merged]
| master | number |
|---|---|
| dfxtp | 101 |
| nand2 | 2 |
| nand3 | 2 |
| nand4 | 31 |
| nor2 | 1 |
| nor3 | 2 |
| nor4 | 31 |
| o2bb2ai | 1 |
[layer usage]
layer	vias up	track usage, %	routed length [um]
met4	0	2.397	62
li1	689	-	-
met5	-	0	0
met2	28	25.23	1700
met1	648	28.92	1914
met3	6	6.761	241
[registers in the layout (all words and copies together) (netlist names)]
name / flops
debounce: 100
out_signal: 1
[power by group through the flow]
stage / logic [uW] / clock network, uW / registers, uW
final: 14.6 / 1230 / 2110
after global routing: 16.2 / 1360 / 2110
after CTS: 14.7 / 1250 / 2110
[kinds of logic after synthesis]
| family | count (synthesis) | share of synthesized area (%) |
|---|---|---|
| simple gates | 69 | 17.40 |
| compound gates | 1 | 0.3563 |
| flops | 101 | 82.24 |
[area by class of cell]
class / count / area, um2
timing repair buffer: 2 / 20.02
clock buffer: 14 / 162.7
clock inverter: 1 / 30.03
multi-input combinational: 70 / 436.7
fill: 367 / 1968
sequential: 101 / 2022
tap: 67 / 83.83
[worst paths after layout]
| kind | slack (ns) | endpoint | from | cells after the start |
|---|---|---|---|---|
| max | 0.42 | out_signal | out_signal | 1 |
| min | 0.37 | debounce[61] | debounce[60] | 0 |
| max reg2reg | 0.57 | out_signal | debounce[12] | 5 |
| min reg2reg | 0.37 | debounce[61] | debounce[60] | 0 |
No activity file was given, so power comes from the tool's default toggle rates.
